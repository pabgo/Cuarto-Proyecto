==> /design/flow/design.v <==
`timescale 1ns / 1ps
module FFDSinc(
input wire clk,reset,
input wire [7:0] datos,
input wire enable,
output wire [7:0] Q_out
 );
 reg [7:0] Q_actual,Q_next;
always@(posedge clk , posedge reset)
if(reset)
	begin
	Q_actual <=8'b0;
	end
else
	begin
	Q_actual<= Q_next;
	end
always @*
	if(enable)
		Q_next=datos;
	else
		Q_next = Q_actual;
assign Q_out = Q_next;
endmodule
==> /design/flow/run.sh <==
#!/bin/bash
# OpenROAD 26Q1-2900-gdf79404cd8, Yosys 0.63+post, stock flow scripts
make -C /OpenROAD-flow-scripts/flow DESIGN_CONFIG=/design/flow/config.mk WORK_HOME=/design/flow/orfs finish
==> /design/flow/config.mk <==
export PLATFORM = sky130hd
export DESIGN_NAME = FFDSinc
export DESIGN_NICKNAME = FFDSinc
export VERILOG_FILES = /design/flow/design.v
export SDC_FILE = /design/flow/constraint.sdc
export NUM_CORES = 4
export LEC_CHECK = 1
export CORE_AREA = 10 10 70 70
export DIE_AREA = 0 0 80 80
==> /design/flow/constraint.sdc <==
current_design FFDSinc

set clk_period 1.2
set clk_io_pct 0.2

create_clock -name clk0 -period $clk_period [get_ports {clk}]

set non_clock_inputs [all_inputs -no_clocks]
set_input_delay [expr $clk_period * $clk_io_pct] -clock clk0 $non_clock_inputs
set_output_delay [expr $clk_period * $clk_io_pct] -clock clk0 [all_outputs]
==> Table 3: Implementation characteristics <==
Physical design parameters

Parameter                              Value

Outcome
  Run status    finished with violations
  Violations in the final reports    setup timing

Final timing
  Maximum clock rate    between 0.7 and 0.8 GHz
  Fin Hold WS    approximately 0.24 ns
  Post-layout min period    ~1.3 ns
  Count of final hold-check violations    0
  Actual transition at the worst max-transition pin    about 0.34 ns
  Total setup violations reported at the end of the flow    8
  Setup clock skew after layout    0 ns
  Total negative slack for setup checks    -0.306 ns
  Unrepaired setup endpoints after global routing    yes
  Final clock period utilization by the worst path    105%
  Max Transition Viols Final    0
  Worst slew margin relative to its limit    slightly below 80%
  Worst path setup slack after routing    -0.0589 ns

Die
  Die extent in x    80 um
  Number of standard-cell rows in the floorplan    21
  Std-Cell Core Area    approximately 3400 um2
  Number of top-level pins    19
  Die Footprint    6400 um2
  Height of the die    ~80 um
  Starting Density    roughly 9.8%

CTS
  Clock-pin slew on the worst setup and hold paths    0.06 ns
  TritonCTS buffer count    3
  Clock network latency to the later pin of the worst-skew pair    ~0.25 ns
  # hold bufs at CTS    0
  Number of clock sinks    8
  TritonCTS clock tree    yes
  Total number of H-tree levels    1
  Cell at the root of the clock tree    clkbuf_4
  Maximum count of clock buffers along a single path    2

Drt
  Routed WL per cell    between 10 and 15 um
  Drt first-iter violations    3
  Routed wire length    a little under 1000 um
  Detail-routed via count per cell    about 2.8
  First drt pass iteration count    2
  Antenna viol nets, final    0
  N_diodes    0
  Number of vias after detailed routing    around 250
  Post-route DRC    0

Worst setup path
  Critical path's slowest cell    clkdlybuf4s50_1
  Ordered list of cells on the worst path    clkdlybuf4s50_1, mux2_4, buf_6
  Kind of capture point of the worst setup path    output port
  Endpoint required time on the critical path    0.96 ns
  Startpoint class of the critical path    primary input
  R2r startpoint    Q_actual[0]
  Data arrival time of the critical path    ~1.0 ns
  Class of the most critical setup path    primary input to output port
  Worst-path fanout max    2
  Delay of the slowest critical-path stage    around 0.4 ns
  Critical path origin    datos[5]

Final layout
  Area used by multi-input combinational logic    around 120 um2
  Register area    200 um2
  Number of flip-flops under the largest register name    8
  Number of fillers in the final layout    a little over 400
  Largest registers    Q_actual x8
  Util after Layout    a little under a fifth
  Share of cells above drive strength 1    between 50% and 60%
  Final standard cell count with taps included and fillers excluded    about 90
  Area added between synthesis and finish    86.6%
  Register ranked first by flip-flop count    Q_actual

Synthesis
  Post-synthesis sequential area ratio    between 50% and 60%
  Synthesized chip area reported by yosys    about 340 um2
  Netlist area before placement    335 um2
  Cell types occupying the most area after synthesis    dfrtp_1 60%, mux2_4 36%, buf_6 3.4%, inv_1 1.1%
  Count of yosys warnings during synthesis    1
  Largest area contributor in the synthesized netlist    dfrtp_1
  Number of flip-flops and latches in the synthesized netlist    8
  Distinct cells, synth    4
  Cells in synth_stat.txt    18
  Gate count of the mapped netlist    18
  Average instance area after synthesis    ~19 um2
  Area fraction of the dominant cell type after synthesis    59.7%

Global routing
  Initial antenna violation count    0
  Vias in the first global route    around 290
  All-Layer GR Usage    under 10%
  Wire length of the first global-routing pass    1540 um
  Total grt overflow    0
  Maximum number of pins on one net before global-route repair    9

Min path
  Worst min-delay path class    primary input to asynchronous set/reset pin

Power
  Static leakage    a little over 0.3 nW
  Cell area power density    around 1100 nW/um2
  Largest voltage drop on the vdd net    approximately 0.36 mV

Placement
  Cell total after placement    roughly 82
  Port Buffers    18
  Placer's final routability congestion estimate    approximately 0.61

Run
  Count of max-cap constraint violations    0
  Tool warnings    27
-- cell usage in the layout (no fill, tap or decap) --
cell type        count
dlymetal6s2s_1       1
dlygate4sd2_1        5
mux2_4               8
clkdlybuf4s50_1      3
buf_2                5
inv_1                1
buf_12               1
clkbuf_4             3
buf_4                3
buf_6                6
dfrtp_1              8
-- critical path, delay by kind of cell --
kind / cells / cell delay (ns)
buffers and inverters: 2 / 0.51
muxes: 1 / 0.27
-- logic make-up after synthesis --
group | Yosys count | share of synthesized area (%)
DFF | 8 | 59.7
muxes | 8 | 35.8
buffers and inverters | 2 | 4.48
-- metal layers --
metal  track usage (%)  wire length, um  vias up
met3              1.36               58        2
met4             0.880                8        0
li1                  -                -      115
met1              4.25              476      124
met5                 0                0        -
met2              4.17              430       11
-- path summary, 6_finish.rpt --
path	endpoint	slack [ns]	cells after the start
max	Q_out[5]	-0.06	3
min	Q_actual[6]	0.24	2
max reg2reg	Q_actual[0]	0.45	1
min reg2reg	Q_actual[4]	0.49	1
max in group asynchronous	Q_actual[0]	0.71	2
min in group clk0	Q_actual[4]	0.25	2
-- timing repair --
action                                  CTS  global route
gates resized                            39             1
buffers inserted                          5             0
gates cloned                              0             0
endpoints found under the setup margin    8             8
-- through the flow --
stage                     worst slack (ns)  power (W)  cell area, um2
after floorplan                      0.303   0.000364             335
after global placement              -0.675   0.000465             582
after detailed placement            -0.674   0.000466             582
after CTS                          -0.0654   0.000693             623
after global routing               -0.0908   0.000713             626
final                              -0.0589   0.000664             626
-- synthesized netlist by cell type --
cell and count:
buf_6 1, dfrtp_1 8, inv_1 1, mux2_4 8
-- area by class of cell --
cell class | count | area share (%)
inverters | 1 | 0.600
clock buffers | 3 | 3.60
well taps | 46 | 9.20
multi-input cells | 8 | 19.2
repair buffers | 24 | 35.4
flip-flops and latches | 8 | 32.0
-- power breakdown --
| part | internal, W | leakage [nW] | switching, W |
|---|---|---|---|
| clock network | 0.000115 | 0.0138 | 0.0000957 |
| logic | 0.000109 | 0.202 | 0.0000408 |
| registers | 0.000296 | 0.0935 | 0.00000683 |
No activity file was given, so power comes from the tool's default toggle rates.
